==> design.v <==
module slave
(
  input wire PWRITE,  
  input wire PCLK,   
  input wire PSEL,   
  input wire [31:0] PRWADDR,  
  input wire [31:0] PRWDATA,   
  output reg [31:0] PRWDATA1=0,  
  input wire PENABLE,    
  output reg PREADY = 0   
);
reg [31:0]count;
reg [31:0]min=32'd0;
always @(posedge PCLK)
begin
if(PRWADDR==32'b0000_0000_0000_0000_0000_0000_0000_0100) begin
        count <= PRWDATA;
        if (count > min) begin
            count <=count - 1;
                PRWDATA1<=count;
        end else if (count == min) begin
            count <= PRWDATA;
                PRWDATA1<=count;
            end
    end
end
always @(posedge PCLK) begin
  if(PSEL == 1'b1 && PENABLE == 1'b0 && PWRITE == 1'b0) begin 
    PREADY = 0; 
  end
  else if(PSEL == 1'b1 && PENABLE == 1'b1 && PWRITE == 1'b0) begin 
    PREADY = 1;
  end
  else if(PSEL == 1'b1 && PENABLE == 1'b0 && PWRITE == 1'b1) begin 
    PREADY = 0; 
  end
  else if(PSEL == 1'b1 && PENABLE == 1'b1 && PWRITE == 1'b1) begin 
    PREADY = 1;
  end
  else begin
    PREADY = 0;
  end
end
endmodule
==> run.sh <==
#!/bin/bash
# OpenROAD 26Q1-2900-gdf79404cd8, Yosys 0.63+post, stock flow scripts
make -C /OpenROAD-flow-scripts/flow DESIGN_CONFIG=/design/flow/config.mk WORK_HOME=/design/flow/orfs finish
==> config.mk <==
export PLATFORM = sky130hd
export DESIGN_NAME = slave
export DESIGN_NICKNAME = slave
export VERILOG_FILES = /design/flow/design.v
export SDC_FILE = /design/flow/constraint.sdc
export NUM_CORES = 4
export LEC_CHECK = 1
export CORE_UTILIZATION = 50
==> constraint.sdc <==
current_design slave

set clk_period 11.7
set clk_io_pct 0.2

create_clock -name clk0 -period $clk_period [get_ports {PCLK}]

set non_clock_inputs [all_inputs -no_clocks]
set_input_delay [expr $clk_period * $clk_io_pct] -clock clk0 $non_clock_inputs
set_output_delay [expr $clk_period * $clk_io_pct] -clock clk0 [all_outputs]
==> results.rst <==
Synthesis and place-and-route
=============================

.. list-table::
   :header-rows: 1

   * - Metric
     - Value
   * - Status
     - complete, no violations
   * - Final Hold Viols
     - 0
   * - RSZ-0062 raised after global routing
     - false
   * - Critical Path Slowest Stage Cell
     - sky130_fd_sc_hd__buf_4
   * - Clock root cell
     - sky130_fd_sc_hd__clkbuf_8
   * - Hpwl dp
     - 4.25 mm
   * - Max-slew headroom
     - 47.4%
   * - Maximum fanout along the worst path
     - 64
   * - Yosys cell types
     - 41
   * - Total grt overflow
     - 0
   * - CTS tree
     - built
   * - Time the final worst path needs with I/O delays and setup
     - 4.07 ns
   * - Yosys-reported design area after synthesis
     - 0.00301 sq mm
   * - Clock transition at path regs
     - 0.06 ns
   * - Worst setup EP type
     - register
   * - Ant diodes
     - 0
   * - Mean instance size in the synthesized netlist
     - 12.5 sq um
   * - Number of setup buffers added after CTS
     - 0
   * - Max-Cap Viols
     - 0
   * - Setup TNS Final
     - 0 ns
   * - Sum of routed wire length over all layers
     - 6.13 mm
   * - Path class of the lowest-slack min-delay path
     - register to register
   * - Portion of the post-synthesis area used by sequential elements
     - 64.5%
   * - Flops out of synthesis
     - 65
   * - Min Hold Slack
     - 0.518 ns
   * - Latest clock arrival within the worst-skew pair
     - 0.34 ns
   * - Proportion of layout cells with a drive suffix above 1
     - 8.00%
   * - Number of endpoints failing setup at the final stage
     - 0
   * - H-Tree Level Count
     - 3
   * - Routed vias
     - 2,255
   * - Final period util
     - 34.8%
   * - Vias per std cell
     - 5.34
   * - Area growth from synthesis to final layout
     - 41.7%
   * - Initial core utilization
     - 53.4%
   * - Count of final max-slew check failures
     - 0
   * - Total number of clock tree sinks
     - 65
   * - Peak per-stage delay on the critical path
     - 0.61 ns
   * - Area of the mapped netlist
     - 0.00301 sq mm
   * - CTS buffer count
     - 9
   * - Share of total power in sequential cells
     - 55.4%
   * - Worst Path Arrival
     - 4.03 ns
   * - Wire length of the first global-routing pass
     - 9.96 mm
   * - # port buffers
     - 99
   * - Number of nets with antenna violations after routing
     - 0
   * - Gate Count Post-Synth
     - 240
   * - Horiz. Die Dim
     - 79.6 um
   * - Number of filler cells placed in the layout
     - 376
   * - Placed inst area
     - 0.00408 sq mm
   * - Number of DRC markers after the initial detailed-route iteration
     - 165
   * - Number of hold buffers added after CTS
     - 0
   * - FP Rows
     - 27
   * - Final setup skew
     - 0.00980 ns
   * - Power per cell area
     - 107 mW/mm^2
   * - Internal power
     - 368 uW
   * - Number of cell instances after yosys synthesis
     - 240
   * - Final Cell Area
     - 0.00427 sq mm
   * - Warning total across the stage logs
     - 27
   * - Leakage dissipation
     - 1.33 nW
   * - Final instance count without filler cells
     - 422
   * - Kind of start point of the critical path
     - input pin
   * - Fraction of power consumed by the clock network
     - 39.5%
   * - Overall die height
     - 79.6 um
   * - Maximum vdd ir drop
     - 0.0000730 V
   * - Number of I/O pins
     - 101
   * - Core Area
     - 0.00564 sq mm
   * - Number of warnings reported in the yosys synthesis log
     - 1
   * - Routability-driven placement congestion ratio
     - 0.812
   * - NetSw
     - 86.0 uW
   * - Number of gates resized after CTS
     - 0
   * - # placed instances
     - 406
   * - Chip footprint
     - 0.00634 sq mm
   * - Switching power share of the total
     - 18.9%
   * - Number of antenna violations at the first check in global routing
     - 0
   * - F_max
     - 0.246 GHz
   * - Data required, critical path
     - 11.66 ns
   * - Global-route usage over all layers
     - 22.1%
   * - Startpoint-to-endpoint class of the critical path
     - input pin to register
   * - Worst Max-Slew Pin Slew
     - 0.788 ns
   * - Routed len/inst
     - 14.5 um
   * - Pin count of the biggest net entering global routing
     - 65
   * - Cells along the critical path
     - clkdlybuf4s50_1 -> nor4_1 -> nand4_1 -> nor2_4 -> buf_4
   * - Via count of the first global-routing pass
     - 2,174
   * - Comb pwr share
     - 5.1%
   * - Clock buffer depth
     - 2
   * - Number of remaining DRC errors
     - 0
   * - Number of optimization iterations in the first detailed-route pass
     - 4
[registers in the layout, summed over array words and instances, names as in the netlist]
name,count
count,32
PREADY,1
PRWDATA1,32
[critical path: cells and delay by family]
family,cells,cell delay (ns)
buffers and inverters,2,1.01
AND/OR/NAND/NOR,3,0.63
[area by class of cell]
| cell class | instances | area (sq um) | share of cell area (%) |
|---|---|---|---|
| repair buffers | 101 | 1010 | 23.6 |
| clock inverters | 6 | 58.8 | 1.38 |
| multi-input cells | 166 | 1030 | 24.3 |
| clock buffers | 10 | 128 | 2.99 |
| well taps | 72 | 90.1 | 2.11 |
| inverters | 2 | 7.51 | 0.176 |
| flip-flops and latches | 65 | 1940 | 45.5 |
[per-layer routing]
metal  wire length, um  global-route usage (%)
met5                 0                       0
met1              2880                    40.3
met4               107                    3.45
met3               418                    4.29
met2              2720                    31.9
[power groups by stage]
stage | clock, mW | combinational, mW | sequential, mW
5_1_grt | 0.192 | 0.0249 | 0.252
4_1_cts | 0.182 | 0.0236 | 0.252
6_report | 0.179 | 0.0234 | 0.252
[final timing paths]
| path | start | endpoint | slack (ns) | cells past startpoint |
|---|---|---|---|---|
| hold reg to reg | count[1]$_DFFE_PP_ | PRWDATA1[1]$_DFFE_PP_ | 0.52 | 0 |
| setup / recovery | PRWADDR[6] | PRWDATA1[18]$_DFFE_PP_ | 7.63 | 5 |
| hold / removal | count[1]$_DFFE_PP_ | PRWDATA1[1]$_DFFE_PP_ | 0.52 | 0 |
| setup reg to reg | count[0]$_DFFE_PP_ | count[10]$_DFFE_PP_ | 9.00 | 6 |
[metrics by stage]
stage | power, mW | utilization (%) | worst slack, ns
2_1_floorplan | 0.258 | - | 5.79
3_3_place_gp | 0.280 | 72.3 | 7.30
3_5_place_dp | 0.280 | 72.3 | 7.29
4_1_cts | 0.457 | 75.6 | 7.66
5_1_grt | 0.468 | 75.6 | 7.52
6_report | 0.454 | 75.6 | 7.63
[cells in the final DEF (no fill, tap or decap), types with 2 or more instances in the layout]
cell / instances
sky130_fd_sc_hd__a21oi_1: 4
sky130_fd_sc_hd__mux2i_1: 2
sky130_fd_sc_hd__nand2_1: 19
sky130_fd_sc_hd__nor4_1: 10
sky130_fd_sc_hd__or4_1: 2
sky130_fd_sc_hd__xor2_1: 13
sky130_fd_sc_hd__nor2_1: 35
sky130_fd_sc_hd__o21ai_0: 13
sky130_fd_sc_hd__nand3_1: 4
sky130_fd_sc_hd__o21a_1: 2
sky130_fd_sc_hd__o31ai_1: 3
sky130_fd_sc_hd__edfxtp_1: 64
sky130_fd_sc_hd__nand4_1: 8
sky130_fd_sc_hd__clkbuf_8: 9
sky130_fd_sc_hd__xnor2_1: 8
sky130_fd_sc_hd__nor2b_1: 2
sky130_fd_sc_hd__mux2_2: 2
sky130_fd_sc_hd__clkdlybuf4s50_1: 99
sky130_fd_sc_hd__inv_1: 2
sky130_fd_sc_hd__clkinv_2: 2
sky130_fd_sc_hd__clkinvlp_4: 2
sky130_fd_sc_hd__nor3_1: 14
sky130_fd_sc_hd__nor4_4: 2
sky130_fd_sc_hd__buf_4: 2
sky130_fd_sc_hd__nor3b_1: 2
sky130_fd_sc_hd__or3_1: 3
[synth_stat cells]
cell type                  instances  area [sq um]
sky130_fd_sc_hd__dfxtp_1           1          20.0
sky130_fd_sc_hd__o21a_1            2          15.0
sky130_fd_sc_hd__clkbuf_1          2          7.51
sky130_fd_sc_hd__and3b_1           1          8.76
sky130_fd_sc_hd__inv_1             2          7.51
sky130_fd_sc_hd__nor4_2            1          12.5
sky130_fd_sc_hd__nand2_1          19          71.3
sky130_fd_sc_hd__edfxtp_1         64          1920
sky130_fd_sc_hd__and2_2            1          7.51
sky130_fd_sc_hd__nor4_4            2          42.5
sky130_fd_sc_hd__o41ai_1           1          8.76
sky130_fd_sc_hd__nor4_1           10          62.6
sky130_fd_sc_hd__nor3_1           15          75.1
sky130_fd_sc_hd__nor2b_1           2          12.5
sky130_fd_sc_hd__nor3b_1           2          15.0
sky130_fd_sc_hd__xnor2_1           8          70.1
sky130_fd_sc_hd__buf_6             1          11.3
sky130_fd_sc_hd__o31ai_1           3          22.5
sky130_fd_sc_hd__or3_1             3          18.8
sky130_fd_sc_hd__or4_1             2          15.0
sky130_fd_sc_hd__nor4b_1           1          8.76
sky130_fd_sc_hd__nand3_1           4          20.0
sky130_fd_sc_hd__a21o_2            1          8.76
sky130_fd_sc_hd__nand4_1           8          50.1
sky130_fd_sc_hd__and2_1            1          6.26
sky130_fd_sc_hd__a21oi_1           4          20.0
sky130_fd_sc_hd__nand4b_4          1          23.8
sky130_fd_sc_hd__nor2_1           36           135
sky130_fd_sc_hd__nor4b_2           1          15.0
sky130_fd_sc_hd__and4_1            1          8.76
sky130_fd_sc_hd__buf_2             4          20.0
sky130_fd_sc_hd__ha_1              1          12.5
sky130_fd_sc_hd__a31oi_1           1          6.26
sky130_fd_sc_hd__or2_1             1          6.26
sky130_fd_sc_hd__mux2i_1           2          20.0
sky130_fd_sc_hd__xor2_1           13           114
sky130_fd_sc_hd__a21boi_0          1          7.51
sky130_fd_sc_hd__o21ai_0          13          65.1
sky130_fd_sc_hd__nand3b_1          1          7.51
sky130_fd_sc_hd__or2_2             1          6.26
sky130_fd_sc_hd__mux2_2            2          22.5
[kinds of logic after synthesis]
logic type | share of synthesized area (%)
xor gates and xnor gates | 6.11
muxes | 1.41
and+or+nand+nor | 20.9
AOI/OAI and AO/OA | 5.11
buffers and inverters | 1.54
DFF | 64.5
adders and majority gates | 0.416
No activity file was given, so power comes from the tool's default toggle rates.
